## flow/config.mk

```make
export PLATFORM = sky130hd
export DESIGN_NAME = doodle_jump_top
export DESIGN_NICKNAME = doodle_jump_top
export VERILOG_FILES = /design/flow/design.v
export SDC_FILE = /design/flow/constraint.sdc
export NUM_CORES = 4
export LEC_CHECK = 1
export CORE_UTILIZATION = 30
```

## flow/constraint.sdc

```tcl
current_design doodle_jump_top

set clk_period 3.3
set clk_io_pct 0.2

create_clock -name clk0 -period $clk_period [get_ports {clk}]

set non_clock_inputs [all_inputs -no_clocks]
set_input_delay [expr $clk_period * $clk_io_pct] -clock clk0 $non_clock_inputs
set_output_delay [expr $clk_period * $clk_io_pct] -clock clk0 [all_outputs]
```

## flow/design.v

```verilog
module  	collision(clk, rst, red, green, coll);
	input clk, rst;
	input		[7:0]red, green;
	output reg 	coll;
	wire temp;
	assign temp = ((red & green) != 8'b0) || coll ? 1 : 0;
	always@(posedge clk or posedge rst)begin
		if (rst)
			coll <= 1'b0;
		else 	
			coll <= temp;
	end
endmodule
module count6(clk_sel, reset, sel);
	input clk_sel, reset;
	output [2:0] sel;
	reg [2:0] sel;
	always @(posedge clk_sel or posedge reset) begin
		if (reset)
			sel <= 3'b0;
		else if(sel == 3'b101)
			sel <= 3'b0;
		else
			sel <= sel + 1'b1;
	end
endmodule 
module debounce_ctl (clk, rst, press, press_valid);
	input press, clk, rst;
	output press_valid;
	reg [5:0] gg;
	assign press_valid = ~(gg[5] || (~press));
	always@(posedge clk or posedge rst) begin
	if(rst)
		gg <= 6'b0;
	else
		gg <= {gg[4:0], press};
	end
endmodule
module 	doodle_jump_top(clk, row, red, green, column, sel, rst);
	input 		rst, clk;     		
	input 		[2:0]column;		
	output	[7:0]red, row, green;	
	output 	[2:0]sel;			 
	wire 		clk_div, press, press_valid, coll, state, clk_idx, clk_test, clk_coll, coll_rst;
	wire 		[3:0] keycode, scan_code;
	wire		[5:0] addr, map_move, bias;
	wire		[2:0] idx;
	wire		[7:0] hor, ver;
	assign 	addr = idx + map_move;
	assign bias = map_move;
	key_decode 	M1 (sel, column, press, scan_code);
	key_buf6 	M2 (clk_idx, rst, press_valid, scan_code, keycode);
	debounce_ctl M3 (clk_idx, rst, press, press_valid);
	count6  	M4 (clk_idx, rst, sel);
	move		M5 (clk_slow, clk_idx,rst, coll, keycode, ver, hor, coll_rst, bias, map_move);
	freq_div#(13) 	M11 (clk, rst, clk_idx);
   freq_div#(19) 	M12 (clk, rst, clk_slow);
	map		M7 (addr,green);
	idx		M8 (clk_idx, rst, idx, row);
	mix		M9 (ver, hor, row, red);
	collision 	M10 (clk_idx, rst || coll_rst, red, green, coll);
endmodule
module freq_div(clk_in, reset, clk_out);
	parameter exp = 20;   
	input clk_in, reset;
	output clk_out;
	reg[exp-1:0] divider;
	integer i;
	assign clk_out= divider[exp-1];
	always@ (posedge clk_in or posedge reset)	begin
	if(reset)
		for(i=0; i < exp; i=i+1)
			divider[i] = 1'b0;
	else
		divider = divider+ 1'b1;
	end
endmodule 
module 	idx(clk, reset, idx, row);
	input		 reset, clk;
	output reg	[2:0]idx;
	output reg	[7:0]row;
	always@(posedge clk or posedge reset) begin
		if(reset) begin
			idx<=3'b000;
			row<=8'b1000_0000;
		end
		else begin
			idx<=idx+3'b001;
			row<={row[0],row[7:1]};
		end
	end
endmodule
module key_buf6(clk, rst, press_valid, scan_code, keycode);
	input clk, rst, press_valid;
	input [3:0] scan_code;
	output [3:0] keycode;
	reg [3:0] keycode;
	always @(posedge clk or posedge rst) begin
		if(rst)
			keycode <= 4'b0;
		else
			keycode <= press_valid ? scan_code : 4'b0000;
	end
endmodule
module key_decode(sel, column, press, scan_code);
	input[2:0]sel;
	input[2:0] column;
	output press;
	output[3:0] scan_code;
	reg[3:0] scan_code;
	reg press;
	always@(sel or column) begin
		case(sel)
			3'b000:
				case(column)
					3'b101:  begin scan_code= 4'b0010; press = 1'b1; end  
					default: begin scan_code= 4'b1111; press = 1'b0; end
				endcase
			3'b001:
				case(column)
					3'b011:  begin scan_code= 4'b0100; press = 1'b1; end  
					3'b110:  begin scan_code= 4'b0110; press = 1'b1; end  
					default: begin scan_code= 4'b1111; press = 1'b0; end
				endcase
			3'b010:
				case(column)
					3'b101:  begin scan_code= 4'b1000; press = 1'b1; end  
					default: begin scan_code= 4'b1111; press = 1'b0; end
				endcase
			default:
				begin scan_code= 4'b1111; press = 1'b0; end
		endcase
	end
endmodule
module		map(addr,data);
	input		[5:0]addr;
	output reg 	[7:0]data;
	always@(addr) begin
		case(addr)
			6'd0  :data=8'b0011_1100;
			6'd1  :data=8'b0100_0010;
			6'd2	:data=8'b1010_0101;
			6'd3	:data=8'b1001_1001;
			6'd4	:data=8'b1000_0001;
			6'd5	:data=8'b1010_0101;
			6'd6	:data=8'b0100_0010;
			6'd7	:data=8'b0011_1100;
			6'd8  :data=8'b0000_0001;            
			6'd9  :data=8'b0000_0010; 
			6'd10 :data=8'b0000_1100;
			6'd11 :data=8'b0000_0000;
			6'd12 :data=8'b0001_0000;
			6'd13 :data=8'b0010_0000;
			6'd14 :data=8'b0100_0000;
			6'd15 :data=8'b1000_0000;
			6'd16 :data=8'b0000_0000;
			6'd17 :data=8'b0000_0000;
			6'd18	:data=8'b0100_0000;
			6'd19	:data=8'b0000_0000;
			6'd20	:data=8'b0011_0000;
			6'd21	:data=8'b0000_1000;
			6'd22	:data=8'b0000_0000;
			6'd23	:data=8'b0000_0000;
			6'd24 :data=8'b0000_0100;
			6'd25 :data=8'b0000_1000;
			6'd26	:data=8'b0100_0000;
			6'd27	:data=8'b0000_0000;
			6'd28	:data=8'b0011_0000;
			6'd29	:data=8'b0000_1000;
			6'd30	:data=8'b0000_0000;
			6'd31	:data=8'b0000_0000;
			6'd24 :data=8'b0000_0100;
			6'd25 :data=8'b0000_1000;
			6'd26	:data=8'b0100_0000;
			6'd27	:data=8'b0000_0000;
			6'd28	:data=8'b0011_0000;
			6'd29	:data=8'b0000_1000;
			6'd30	:data=8'b0000_0000;
			6'd31	:data=8'b0000_0000;
			6'd32 :data=8'b0000_0100;
			6'd33 :data=8'b0001_0000;
			6'd34	:data=8'b0100_0000;
			6'd35	:data=8'b0000_0000;
			6'd36	:data=8'b0011_0000;
			6'd37	:data=8'b0000_1000;
			6'd38	:data=8'b0000_0000;
			6'd39	:data=8'b0000_0000;
			6'd40 :data=8'b0000_0100;
			6'd41 :data=8'b0000_1000;
			6'd42	:data=8'b0100_0000;
			6'd43	:data=8'b0000_0000;
			6'd44	:data=8'b0011_0000;
			6'd45	:data=8'b0000_1000;
			6'd46	:data=8'b0000_0000;
			6'd47	:data=8'b0000_0000;
			6'd48 :data=8'b0000_0100;
			6'd49 :data=8'b0000_1000;
			6'd50	:data=8'b0100_0000;
			6'd51	:data=8'b0000_0000;
			6'd52	:data=8'b0011_0000;
			6'd53	:data=8'b0000_1000;
			6'd54	:data=8'b0000_0000;
			6'd55	:data=8'b0000_0000;
			6'd56 :data=8'b0000_0100;
			6'd57 :data=8'b0000_1000;
			6'd58	:data=8'b0100_0000;
			6'd59 :data=8'b0000_0000;
			6'd60	:data=8'b0000_0000;
			6'd61	:data=8'b0000_0000;
			6'd62	:data=8'b0000_0000;
			6'd63	:data=8'b0000_0000;
			default	:data=8'b0000_0000;
		endcase
	end
endmodule
module 	mix(ver, hor, row, red);
	input		[7:0]ver, hor, row;
	output 	[7:0]red;
	assign 	red = (row == ver) ? hor : 8'b0;
endmodule
module	move(clk, clk_left_right, reset, coll, keycode, ver, hor, coll_rst, bias, map_move);
	input 	reset, clk, clk_left_right, coll;
	input 	[5:0] keycode, bias;
	output 	[7:0] ver, hor;
	output reg coll_rst;
	output reg [5:0] map_move;
	reg		[7:0] ver;
	reg 		[2:0] count;
	wire		left, right, up, down;
	assign 	left  = ~keycode[1] & keycode[2];
	assign 	right =  keycode[1] & keycode[2];
	shift S1(left, right, reset, hor, clk_left_right);  
	always @(posedge clk or posedge reset) begin
		if (reset) begin
			count <= 3'b100;
			ver <= 8'b0000_0010;
			coll_rst <= 1'b0;
			map_move <= 4'd8;
		end
		else begin 
			if (coll) begin 
				count <= 3'b001;
				ver <= {ver[0], ver[7:1]};
				coll_rst <= 1'b1;
				case(ver)
					8'b0000_0001  	:map_move <= bias + 4'd7;            
					8'b0000_0010	:map_move <= bias + 4'd6; 
					8'b0000_0100	:map_move <= bias + 4'd5;
					8'b0000_1000	:map_move <= bias + 4'd4;
					8'b0001_0000	:map_move <= bias + 4'd3;
					8'b0010_0000	:map_move <= bias + 4'd2;
					8'b0100_0000	:map_move <= bias + 4'd1;
					8'b1000_0000	:map_move <= bias + 4'd0;
				default	: map_move <= bias + 4'd0;
			endcase
			end
			else if (count < 3'b011) begin
				count <= count + 1'b1;
				ver <= {ver[0], ver[7:1]};
				coll_rst <= 1'b0;
			end
			else begin
				ver <= ver * 2;
				if (ver == 8'b0)
					map_move <= 4'b0;
				coll_rst <= 1'b0;
			end
		end
	end
endmodule
module 	shift(left, right, reset, out, clk);
	input 		left, right, reset, clk;
	output reg	[7:0]out;
	always@(posedge clk or posedge reset)begin
		if(reset)
			out <=8'b0000_0010;
		else if(left)
			out <= {out[0], out[7:1]};
		else if(right)
			out <= {out[6:0], out[7]};
		else
			out <=out;
	end
endmodule
```

## flow/run.sh

```bash
#!/bin/bash
# OpenROAD 26Q1-2900-gdf79404cd8, Yosys 0.63+post, stock flow scripts
make -C /OpenROAD-flow-scripts/flow DESIGN_CONFIG=/design/flow/config.mk WORK_HOME=/design/flow/orfs finish
```

==> ds_physical_params.txt <==
Table: implementation figures

Parameter                              Value

Global route
  First-pass GRT wire length .................. 15,700 um
  Total global-route track usage .................. 0.122
  Largest net degree at the start of global routing .................. 41
  Antenna violations before repair .................. 0
  Vias in the first global route .................. 3,294
  GRT overflow .................. 0

Power and ir drop
  Share of power burned in registers .................. 0.407
  Net switching fraction of the power .................. 0.175
  P_leak .................. 0.00226 uW
  Power density over the cells .................. 185 nW/um2
  Power spent charging and discharging nets .................. 169 uW
  Combinational share of power .................. 0.030
  Clock power frac .................. 0.563
  Int Power .................. 797 uW
  Largest voltage drop on the vdd net .................. 0.231 mV

Final timing
  Final Hold Slack .................. 0.450 ns
  Unrepaired setup endpoints after global routing .................. false
  Number of pins with negative max-slew slack in the final report .................. 0
  Setup TNS after final layout .................. 0 ns
  Number of register pins that no clock reaches .................. 49
  Final Hold Violating Endpoints .................. 0
  Tightest Pin Transition .................. 0.748 ns
  Worst Skew .................. 0.00254 ns
  Fmax .................. 619 MHz
  Final setup violation count .................. 0
  Worst slew slack as a fraction of its limit .................. 0.500
  Time the worst path needs with I/O delays and setup .................. 1.61 ns
  Number of unconstrained endpoints .................. 76
  Portion of the clock cycle consumed by the worst path in the final layout .................. 0.489

Clocking
  CTS HTree Levels .................. 2
  CTS Buffer Depth .................. 2
  Number of resized instances in the post-cts repair step .................. 0
  Number of buffers added to fix hold violations after cts .................. 0
  Clock buffers created by TritonCTS .................. 5
  Clk latency of the worst-skew pair .. 0.27 ns
  Clock input transition at the sequential cells of the worst setup and hold paths .................. 0.05 ns
  Master cell of the clock root buffer .................. sky130_fd_sc_hd__clkbuf_16
  Clock tree from TritonCTS .................. yes
  Number of buffers added for setup after CTS .................. 0

Routing
  Routed length per placed instance .................. 13.2 um
  Met3 wire length .................. 470 um
  Vias after detailed routing .................. 3,386
  Top layer reached by signal wires .................. met4
  Routed via count divided by cell count .................. 5.03
  Length of the first detailed-routing pass in iterations .................. 5
  Final Routed Wirelength .................. 8880 um
  Antenna Cells .................. 0
  Number of routed nets with antenna violations .................. 0
  Met2 layer wire length in the routed design .................. 3700 um
  Routed metal-1 wire length .................. 4620 um
  Post-detailed-route DRC marker count .................. 0
  DRC violation total after the first TritonRoute iteration .................. 156

Worst setup path
  Worst EP required .................. 3.43 ns
  Critical path buffer and inverter count .................. 0
  Largest stage delay on the critical path .................. 0.39 ns
  CP startpoint kind .................. flip-flop
  WP data arrival .................. 1.74 ns
  Cell type of the slowest stage on the worst timing path .................. sky130_fd_sc_hd__dfrtp_1
  Cell-by-cell listing of the critical path .................. and3_1 -> and3_1 -> nand4_1 -> nor2_1 -> nand3_1 -> xnor2_1
  CP top delay family .................. simple AND/OR/NAND/NOR gates
  Critical path class .................. reg2reg
  Library cell appearing most often on the critical path .................. sky130_fd_sc_hd__and3_1
  Highest fanout seen on the critical path .................. 4
  Crit end category .................. flip-flop

Logic synthesis
  Register area share after synthesis .................. 0.447
  Async set-reset flop share out of synthesis .................. 1.00
  Most popular library cell in the synthesized design by count .................. sky130_fd_sc_hd__dfrtp_1
  Count of flip-flops with a built-in enable after synthesis .................. 0
  Syn Area/Cell .................. 9.77 um2
  Cells after Synth .................. 466
  Synthesis area per yosys .................. 4550 um2
  #FFs+latches synth .................. 81
  Most instantiated flip-flop cell in the synthesis netlist .................. sky130_fd_sc_hd__dfrtp_1
  Cell type with the highest aggregate area in the netlist .................. sky130_fd_sc_hd__dfrtp_1
  Cells in synth_stat.txt .................. 466
  Yosys synthesis warning count .................. 13
  Number of different library cells in the post-synthesis netlist .................. 59
  Post-synth top area share .................. 0.418
  Top cells by count .................. 76 x sky130_fd_sc_hd__dfrtp_1, 36 x sky130_fd_sc_hd__xnor2_1, 35 x sky130_fd_sc_hd__nand2_1, 32 x sky130_fd_sc_hd__nor2_1, 31 x sky130_fd_sc_hd__a21oi_1
  Synth top area cells .................. sky130_fd_sc_hd__dfrtp_1 42%, sky130_fd_sc_hd__xnor2_1 6.9%, sky130_fd_sc_hd__ha_1 4.4%
  Total standard cell area after synthesis .................. 4550 um2

Floorplanning
  Core Area .................. 14,600 um2
  Number of top-level pins .................. 32
  Cell Rows .................. 44
  Area of the die .................. 15,700 um2
  Die Y-Extent .................. 125 um
  FP Util .................. 0.311
  Horizontal die dimension .................. 125 um

Placement
  Routability congestion estimate .................. 0.922
  # port buffers .................. 31
  Post-DP HPWL .................. 6630 um

Hold path
  Path type of the worst min-delay path .................. reg2reg

Run
  Maximum Capacitance Violations .................. 0
  Number of logged tool warnings .................. 29

Outcome
  Status .................. completed

Final layout
  Proportion of layout cells with a drive suffix above 1 .................. 0.0654
  Synth-to-layout area growth .................. 14.5%
[power by group through the flow]
stage     Combinational (uW)  Clock (uW)  Sequential, uW
6_report                28.8         544             393
5_1_grt                 34.5         577             393
4_1_cts                 30.5         555             393
[per-layer routing]
metal / global-route usage / up-vias
met5: 0 / -
met2: 0.180 / 84
met1: 0.196 / 1611
met3: 0.0270 / 7
met4: 0.0100 / 0
li1: - / 1684
[cell usage in the layout, fill, tap and decap left out, types with 12 or more instances in the layout]
cell type and n:
sky130_fd_sc_hd__a21oi_1 31, sky130_fd_sc_hd__and2_1 12, sky130_fd_sc_hd__clkdlybuf4s50_1 31, sky130_fd_sc_hd__dfrtp_1 76
sky130_fd_sc_hd__ha_1 16, sky130_fd_sc_hd__inv_1 26, sky130_fd_sc_hd__nand2_1 35, sky130_fd_sc_hd__nand3_1 24
sky130_fd_sc_hd__nor2_1 32, sky130_fd_sc_hd__o21ai_0 18, sky130_fd_sc_hd__xnor2_1 36
[through the flow]
stage / instances / total power [uW] / util / cell area (um2) / setup WS [ns]
2_1_floorplan: 466 / 417 / - / 4550 / 0.597
3_3_place_gp: 665 / 430 / 0.344 / 5030 / 1.59
3_5_place_dp: 665 / 430 / 0.344 / 5030 / 1.58
4_1_cts: 673 / 979 / 0.356 / 5210 / 1.68
5_1_grt: 673 / 1000 / 0.356 / 5210 / 1.52
6_report: 673 / 966 / 0.356 / 5210 / 1.69
[path summary, 6_finish.rpt]
| path | startpoint | to | slack (ns) | cells after the start |
|---|---|---|---|---|
| hold / removal | M12.divider[0] | M12.divider[0] | 0.45 | 1 |
| hold reg to reg | M12.divider[0] | M12.divider[0] | 0.45 | 1 |
| max in group asynchronous | rst | M12.divider[1] | 1.91 | 3 |
| setup reg to reg | M12.divider[2] | M12.divider[18] | 1.69 | 6 |
| min in group asynchronous | rst | M11.divider[7] | 0.80 | 2 |
| setup / recovery | M12.divider[2] | M12.divider[18] | 1.69 | 6 |
[final cells by class]
cell class | count | area [um2]
Clock buffer | 7 | 153
Clock inverter | 1 | 30.0
Tap cell | 184 | 230
Multi-Input combinational cell | 338 | 2330
Sequential cell | 81 | 2030
Fill cell | 1416 | 9430
Timing Repair Buffer | 35 | 340
Inverter | 27 | 101
[cells by family (layout without fill, tap and decap cells)]
kind of cell / count (synthesis) / count (layout) / share of synthesized area
AND/OR/NAND/NOR: 156 / 156 / 0.179
multiplexers: 17 / 17 / 0.0393
buffers and inverters: 47 / 70 / 0.0423
XOR/XNOR: 48 / 48 / 0.0957
AND-OR/OR-AND: 97 / 97 / 0.138
adder cells (fa/ha/maj): 20 / 20 / 0.0594
flip-flops: 81 / 81 / 0.447
[state kept, by name (all words and copies together), names as in the netlist, 2 cells and up]
| register | count |
|---|---|
| M11.divider | 13 |
| M12.divider | 19 |
| M2.keycode | 2 |
| M3.gg | 6 |
| M4.sel | 3 |
| M5.S1.out | 8 |
| M5.count | 3 |
| M5.map_move | 6 |
| M5.ver | 8 |
| M8.idx | 3 |
| M8.row | 8 |
Power figures rest on the tool's default switching activity, not on a simulated workload.
